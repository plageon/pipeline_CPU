==> flow/design.v <==
module npc(
	input [31:0] rs_data,
	input [25:0] full_add,
    input [31:0] oldPC,
	input [31:0] extPC,
	input beq_zero,    
    input [1:0] PC_sel, 
	input pc_hold,  
    output reg [31:0] newPC
    );
	 always @(oldPC or extPC or beq_zero or PC_sel or pc_hold) begin
		if (beq_zero) begin
			newPC=extPC; 
		end
		else if (pc_hold) begin
			newPC=oldPC; 
		end
		else
		begin
			case(PC_sel)
				2'b00:	newPC = oldPC + 4;
				2'b01:			
					newPC = oldPC + 4;	
				2'b10:  
					newPC=rs_data;
				2'b11: 
					newPC={oldPC[31:28],(full_add << 2)};
			endcase		
		end
	 end	 
endmodule
module PCctrl (
	input [31:0] ir,
	output reg [1:0] PC_sel
);
	always @(ir) begin
		if (ir[31:26]==6'b000000 && ir[5:0]==6'b001000) begin
			PC_sel=2'b10;
		end
		else if (ir[31:26]==6'b000010 || ir[31:26]==6'b000011) begin
			PC_sel=2'b11;
		end
		else begin
			PC_sel=2'b00;
		end
	end
endmodule
module pcext (
   input [31:0] oldPC,
   input [15:0] beq_imm,
   output reg [31:0] extPC
);
   always @(oldPC or beq_imm) begin
	  extPC=oldPC+4+(beq_imm<<2);
   end
endmodule
==> flow/constraint.sdc <==
current_design npc

set clk_period 7.7
set clk_io_pct 0.2

create_clock -name clk0 -period $clk_period

set non_clock_inputs [all_inputs -no_clocks]
set_input_delay [expr $clk_period * $clk_io_pct] -clock clk0 $non_clock_inputs
set_output_delay [expr $clk_period * $clk_io_pct] -clock clk0 [all_outputs]
==> flow/run.sh <==
#!/bin/bash
# OpenROAD 26Q1-2900-gdf79404cd8, Yosys 0.63+post, stock flow scripts
make -C /OpenROAD-flow-scripts/flow DESIGN_CONFIG=/design/flow/config.mk WORK_HOME=/design/flow/orfs finish
==> flow/config.mk <==
export PLATFORM = sky130hd
export DESIGN_NAME = npc
export DESIGN_NICKNAME = npc
export VERILOG_FILES = /design/flow/design.v
export SDC_FILE = /design/flow/constraint.sdc
export NUM_CORES = 4
export LEC_CHECK = 1
export CORE_AREA = 10 10 110 110
export DIE_AREA = 0 0 120 120
==> run summary <==
impl run done, here's what came out: Internal=0.113 mW, Buf/Inv on CP=2, most frequent logic cell in the layout=clkdlybuf4s50_1, port bufs=156, tool warnings=34, switching power=0.0723 mW, Die X=120 um, WHS Path Cells=4, post-route clock period utilization=75.1%, Setup TNS Final=0 ps, Hold-fix buffers, CTS=0, post-route ant nets=0, initial drt markers=174, WHS=4000 ps, Hold WC Path Type=primary input to primary output, registers=0, crit start category=primary input, area leader, netlist=mux2i_1, vias in the first global route=3097, Pleak=1.27 nW, max frequency=173 MHz, Worst Path Arrival=4240 ps, Worst path slowest cell=or3_1, initial antenna violation count=0, M1 GR Usage=19.0%, combinational cell fraction of total power=100.0%, synthesized area per cell=6.17 um^2, gr usage total=14.3%, min Tclk post-route=5780 ps, DP Worst Slack=1910 ps, setup bufs post-CTS=0, status=finished, final reports clean, Unique cell types=56, DRT Pass-1 Iters=4, largest net degree at the start of global routing=47, Syn Inst Count=335, GRT busiest layer=met2, top cells by area=mux2i_1 (12%), nand2_1 (7.6%), nand4_1 (6.7%), RSZ-0062 raised after global routing=false, critical path's most frequent cell=clkdlybuf4s50_1, grt ovf=0, HPWL Detailed=8690 um, drt drc=0, number of synthesis warnings=1, pwr dens=50.7 nW/um^2, Syn-to-layout area delta=76.9%, area share, top type=12.1%, Ant. Diodes=0, Synth Seq Share=0%, Rows=36, Yosys chip area=2070 um^2, CP Depth=7, most frequent cells in the layout=clkdlybuf4s50_1 (153), nand2_1 (42), mux2i_1 (25), nand4_1 (22), o21ai_0 (21), sw frac=39.0%, Initial Util=21.1%, max_cap viols=0, grt met2 use=23.9%, Top Ports=158, Die Y-Extent=120 um, DR vias/cell=5.30, worst stage delay on the critical path=570 ps, ratio of cells with drive above 1 in the final layout=3.71%, peak supply drop=0.0287 mV, Vias=3130, clkbuf count=0, Sequential Area=0 um^2, WS Path Type=primary input to primary output, Critical Path End Type=primary output, number of fill cells=1072, max-slew violation count=0, Clock power frac=0%, Worst EP required=6160 ps, CP max FO=6, CP delay by family, top=buffers and inverters, final setup vio count=0, Tot Pwr=0.186 mW, utilization after layout=37.4%, RePlAce Congestion=0.870, first-pass GRT wire length=17000 um, # resized after CTS=0, ys cells=335, Seq pwr share=0%, Hold Vio Cnt, Final=0, die area=14400 um^2, Slew headroom=45.8%, final worst setup slack=1920 ps, CORE AREA=9770 um^2, worst-margin pin slew=807 ps, detailed-route wire length per cell=18.7 um, GR Layer Usage met3=3.95%, Cell Area, Synth=2070 um^2, Post-Route WL=11100 um, cell chain of the critical path=clkdlybuf4s50_1 -> ha_1 -> nand4_1 -> or3_1 -> o311a_1 -> a211o_1 -> clkdlybuf4s50_1
stage by stage:
step / std cells / instance area (um^2)
2_1_floorplan: 335 / 2070
3_3_place_gp: 591 / 3660
3_5_place_dp: 591 / 3660
4_1_cts: 591 / 3660
5_1_grt: 591 / 3660
6_report: 591 / 3660
worst paths after layout:
kind,startpoint,end
setup / recovery,oldPC[2],newPC[26]
hold / removal,pc_hold,newPC[3]
tightest hold or removal path: stages:
cell,delay [ps]
buf_2,240
a21oi_1,170
o21ai_0,80
clkdlybuf4s50_1,410
cell type report:
| cell class | count | area, um^2 | share of cell area (%) |
|---|---|---|---|
| inverter | 8 | 30.0 | 0.821 |
| multi-input combinational | 290 | 1880 | 51.5 |
| tap | 133 | 166 | 4.55 |
| timing repair buffer | 160 | 1580 | 43.1 |
metal layers:
metal / share of wire, % / vias up
met2: 47 / 132
met5: 0 / -
met1: 43 / 1431
met3: 8.9 / 2
li1: - / 1565
met4: 0.33 / 0
cell usage after synthesis (5+ instances only):
library cell,number
nand2_1,42
clkbuf_1,26
mux2i_1,25
nand4_1,22
o21ai_0,21
a21oi_1,17
nor2_1,17
nand3_1,16
o211ai_1,14
nor3_1,11
buf_2,8
o311ai_0,8
inv_1,7
mux2_2,7
nor4_1,7
a211oi_1,5
and3_1,5
and4_1,5
or3_1,5
power by group through the flow:
stage	clock network [mW]	registers [mW]	logic [mW]
6_report	0	0	0.186
4_1_cts	0	0	0.188
5_1_grt	0	0	0.204
logic make-up (layout without fill, tap and decap cells):
| family | after synthesis | count (layout) | share of synthesized area, % |
|---|---|---|---|
| AND/OR/NAND/NOR | 156 | 156 | 40.7 |
| XOR/XNOR | 1 | 1 | 0.424 |
| buffers and inverters | 45 | 168 | 8.84 |
| multiplexers | 32 | 32 | 15.9 |
| AND-OR/OR-AND | 100 | 100 | 33.5 |
| adder cells (fa/ha/maj) | 1 | 1 | 0.605 |
Power and IR drop assume default switching activity.
