==> ./run.sh <==
#!/bin/bash
# OpenROAD 26Q1-2900-gdf79404cd8, Yosys 0.63+post, stock flow scripts
make -C /OpenROAD-flow-scripts/flow DESIGN_CONFIG=/design/flow/config.mk WORK_HOME=/design/flow/orfs finish
==> ./design.v <==
module id_ex_ir (
   input         clk,
   input         rst,
   input         IRWr, 
   input [31:0] pc_in,
   input [31:0] instr_in,
   input [31:0] rs_in,
   input [31:0] rt_in,
   input [4:0] swdst_in,
   input [1:0] regdst_in,
   input [4:0] aluctrl_in,
   input alusrc_in,
   input branch_in,
   input memread_in,
   input memwrite_in,
   input regwrite_in,
   input [1:0] memtoreg_in, 
   input extop_in,
   output reg [31:0] pc,
   output reg [31:0] instr,
   output reg [31:0] rs,
   output reg [31:0] rt,
   output reg [4:0] swdst,
   output reg [1:0] regdst,
   output reg [4:0] aluctrl,
   output reg alusrc,
   output reg branch,
   output reg memread,
   output reg memwrite,
   output reg regwrite,
   output reg [1:0] memtoreg,
   output reg extop
);   
   always @(posedge clk ) begin
      if ( rst ) 
      begin
         pc <= 0;
         instr<=0;
         rs<=0;
         rt=0;
         swdst<=0;
         regdst<=0;
         aluctrl<=0;
         alusrc<=0;
         branch<=0;
         memread<=0;
         memwrite<=0;
         regwrite<=0;
         memtoreg<=0;
         extop<=0;
      end
      else if (IRWr)
      begin
         pc <= pc_in;
         instr<=instr_in;
         rs<=rs_in;
         rt<=rt_in;
         swdst<=swdst_in;
         regdst<=regdst_in;
         aluctrl<=aluctrl_in;
         alusrc<=alusrc_in;
         branch<=branch_in;
         memread<=memread_in;
         memwrite<=memwrite_in;
         regwrite<=regwrite_in;
         memtoreg<=memtoreg_in;
         extop<=extop_in;
      end
   end  
endmodule
==> ./constraint.sdc <==
current_design id_ex_ir

set clk_period 1.0
set clk_io_pct 0.2

create_clock -name clk0 -period $clk_period [get_ports {clk}]

set non_clock_inputs [all_inputs -no_clocks]
set_input_delay [expr $clk_period * $clk_io_pct] -clock clk0 $non_clock_inputs
set_output_delay [expr $clk_period * $clk_io_pct] -clock clk0 [all_outputs]
==> ./config.mk <==
export PLATFORM = sky130hd
export DESIGN_NAME = id_ex_ir
export DESIGN_NICKNAME = id_ex_ir
export VERILOG_FILES = /design/flow/design.v
export SDC_FILE = /design/flow/constraint.sdc
export NUM_CORES = 4
export LEC_CHECK = 1
export CORE_AREA = 10 10 184 184
export DIE_AREA = 0 0 194 194
==> impl_metrics.json <==
{
  "status": "finished with violations",
  "violations": "negative setup slack",
  "worst_pin_slew_ns": 0.221,
  "area_delta_synth_final_pct": 67.8,
  "vdd_ir_drop_max_mv": 0.916,
  "critPathBufInv": 1,
  "grt_max_degree": 25,
  "grt.overflow.total": 0,
  "worstHoldPathType": "in2reg",
  "crit_fanout": 2,
  "ys_cells": 477,
  "logic_area_mm2": 0.00204,
  "path_class": "reg2out",
  "layout_setup_ws_ns": -0.0597,
  "ys.flops": 148,
  "firstDrtPassIters": 4,
  "antenna_cells_inserted": 0,
  "rsz0062_at_grt": "yes",
  "fin_setup_tns_ns": -5.35,
  "layout_min_cycle_time_ns": 1.06,
  "end_kind": "output pin",
  "ys_warn_count": 1,
  "dpl.hpwl_mm": 14.1,
  "crit_arrival_ns": 0.86,
  "io_pins": 299,
  "skew_ns": 0,
  "fin_crit_sh_pct": 106,
  "die_h_um": 194,
  "placed_area_mm2": 0.00881,
  "p_per_area_mw_per_mm2": 1690,
  "root_buffer": "clkbuf_16",
  "drv_cap": 0,
  "ys_seq_share_pct": 55.4,
  "p_leak_uw": 0.00426,
  "hold_buffers": 0,
  "path_delay_family": "flip-flops",
  "hold_viol_final": 0,
  "syn_area_per_cell_um2": 11.2,
  "cp_slowest_stage_delay_ns": 0.34,
  "design_area_mm2": 0.00897,
  "max_freq_ghz": 0.944,
  "avgViaCountPerCell": 3.64,
  "worstSkewPairLatency_ns": 0.41,
  "ys_chip_area_mm2": 0.00535,
  "cts_buffer_depth": 2,
  "drc": 0,
  "fillerInstances": 3085,
  "setup_viol": 148,
  "die_area_mm2": 0.0376,
  "grt_pass1_wl_mm": 28.5,
  "cts.sinks": 148,
  "wirelength_mm": 18.6,
  "final_max_slew_viol_count": 0,
  "drive_gt1_share_pct": 45.1,
  "port_buffers": 298,
  "place.gp.congestion": 0.755,
  "die_width_um": 194,
  "antenna_found_initial": 0,
  "coreArea_mm2": 0.0298,
  "first_global_vias": 4636,
  "netlist_instances": 477,
  "synth_area_mm2": 0.00535,
  "max_slew_margin_pct": 85.3,
  "seq_area_mm2": 0.00315,
  "clk_pin_slew_ns": 0.07,
  "initial_core_util_pct": 17.9,
  "crit_path_top_delay_cell": "dfxtp_2",
  "warnings": 27,
  "drt-initial-drc-count": 82,
  "dr_total_vias": 4368,
  "drt-wirelength-per-cell_um": 15.5,
  "worst_ep_required_time_ns": 0.80,
  "htree_levels": 4,
  "path_cells": "buf_2",
  "synth_cell_types": 9,
  "cts_tree": "yes",
  "ant_nets": 0,
  "rows": 63,
  "tritoncts.num_buffers": 17,
  "groute.usage.overall_pct": 9.57,
  "start_kind": "flop"
}
flip-flops by register name (all words and copies together) (netlist names):
register  count
aluctrl       5
alusrc        1
branch        1
extop         1
instr        32
memread       1
memtoreg      2
memwrite      1
pc           32
regdst        2
regwrite      1
rs           32
rt           32
swdst         5
metrics by stage:
stage | power, uW | util (%) | std cells | hold slack [ns] | worst slack (ns)
after CTS | 15500 | 30.0 | 1200 | 0.140 | -0.105
after floorplan | 7250 | - | 477 | 0.347 | 0.0293
final | 15200 | 30.1 | 1200 | 0.166 | -0.0597
after detailed placement | 8760 | 29.6 | 1164 | 0.479 | -0.107
after global routing | 15900 | 30.1 | 1200 | 0.156 | -0.125
after global placement | 8750 | 29.6 | 1164 | 0.473 | -0.0932
cell type report:
cell class / count / area share, %
sequential: 148 / 35.1
timing repair buffer: 334 / 29.9
multi-input combinational: 296 / 22.7
tap: 390 / 5.44
clock buffer: 19 / 4.94
clock inverter: 13 / 1.91
cell families after synthesis:
family                 share of synthesized area, %
DFF                                            55.4
muxes                                          27.7
and+or+nand+nor                                10.4
buffers and inverters                          6.48
path summary, 6_finish.rpt:
kind,startpoint,to,slack [ns],depth (start not counted)
worst max-delay path,instr[9],instr[9],-0.06,1
worst min-delay path,rst,rt[0],0.17,3
worst max register to register,rt[5],rt[5],0.28,3
worst min register to register,pc[3],pc[3],0.48,2
power breakdown:
group          switching (uW)  internal (uW)
registers                 168           6320
clock network            2770           4040
logic                     655           1230
cell usage in the layout (no fill, tap or decap):
cell,netlist,routed
buf_12,11,8
buf_2,2,137
buf_4,3,29
buf_6,1,11
bufinv_16,0,3
clkbuf_1,14,1
clkbuf_16,0,17
clkbuf_8,0,2
clkdlybuf4s50_1,0,148
clkinv_4,0,1
clkinvlp_4,0,5
dfxtp_2,0,148
inv_6,0,4
mux2i_1,148,148
nor2_1,148,148
routing by layer:
metal / GRT usage (%) / vias to the layer above / routed length, um
met4: 0.994 / 0 / 197
met5: 0 / - / 0
met2: 14.8 / 193 / 8310
met3: 4.51 / 13 / 1980
li1: - / 2209 / -
met1: 12.4 / 1953 / 8120
cells in the mapped netlist, drive strengths merged:
library cell,n,area (um2)
nor2,148,556
dfxtp,148,2960
clkbuf,14,52.6
buf,19,294
mux2i,148,1480
timing repair:
action	4_1_cts	5_1_grt
pin swaps	0	0
gates resized	640	5
setup endpoints to repair	148	148
setup buffers	4	0
Power and IR drop assume default switching activity.
